File: design/flow/run.sh
#!/bin/bash
# OpenROAD 26Q1-2900-gdf79404cd8, Yosys 0.63+post, stock flow scripts
make -C /OpenROAD-flow-scripts/flow DESIGN_CONFIG=/design/flow/config.mk WORK_HOME=/design/flow/orfs finish
File: design/flow/config.mk
export PLATFORM = sky130hd
export DESIGN_NAME = regfile
export DESIGN_NICKNAME = regfile
export VERILOG_FILES = /design/flow/design.v
export SDC_FILE = /design/flow/constraint.sdc
export NUM_CORES = 4
export LEC_CHECK = 1
export CORE_UTILIZATION = 50
File: design/flow/constraint.sdc
current_design regfile

set clk_period 18.1
set clk_io_pct 0.2

create_clock -name clk0 -period $clk_period [get_ports {clk}]

set non_clock_inputs [all_inputs -no_clocks]
set_input_delay [expr $clk_period * $clk_io_pct] -clock clk0 $non_clock_inputs
set_output_delay [expr $clk_period * $clk_io_pct] -clock clk0 [all_outputs]
File: design/flow/design.v
package pcmux;
typedef enum bit [1:0] {
    pc_plus4  = 2'b00
    ,adder_out  = 2'b01
    ,alu_mod2 = 2'b10
	,br_en    = 2'b11
} pcmux_sel_t;
endpackage
package marmux;
typedef enum bit {
    pc_out = 1'b0
    ,alu_out = 1'b1
} marmux_sel_t;
endpackage
package cmpmux;
typedef enum bit {
    rs2_out = 1'b0
    ,i_imm = 1'b1
} cmpmux_sel_t;
endpackage
package alumux;
typedef enum bit {
    rs1_out = 1'b0
    ,pc_out = 1'b1
} alumux1_sel_t;
typedef enum bit [2:0] {
    i_imm    = 3'b000
    ,u_imm   = 3'b001
    ,b_imm   = 3'b010
    ,s_imm   = 3'b011
    ,j_imm   = 3'b100
    ,rs2_out = 3'b101
} alumux2_sel_t;
endpackage
package addermux;
typedef enum bit {
	b_imm = 1'b0
	,j_imm = 1'b1
} addermux_sel_t;
endpackage
package forwardmux;
typedef enum bit [1:0] {
    rs_out = 2'b00
	,ex_forward = 2'b01
    ,mem_forward = 2'b10
} forward_sel_t;
typedef enum bit {
	mem_wdata = 1'b0
	,mem2_forward = 1'b1
} memforward_sel_t;
endpackage
package regfilemux;
typedef enum bit [3:0] {
    alu_out   = 4'b0000
    ,br_en    = 4'b0001
    ,u_imm    = 4'b0010
    ,lw       = 4'b0011
	,pc_plus4 = 4'b0100
	,lb       = 4'b0101
    ,lbu      = 4'b0110   
    ,lh       = 4'b0111
    ,lhu      = 4'b1000   
} regfilemux_sel_t;
endpackage
interface rvfi_itf(input clk, input rst);
    logic halt;
    logic commit;
    logic [63:0] order;
    logic [31:0] inst;
    logic trap;
    logic [4:0] rs1_addr;
    logic [4:0] rs2_addr;
    logic [31:0] rs1_rdata;
    logic [31:0] rs2_rdata;
    logic load_regfile;
    logic [4:0] rd_addr;
    logic [31:0] rd_wdata;
    logic [31:0] pc_rdata;
    logic [31:0] pc_wdata;
    logic [31:0] mem_addr;
    logic [3:0] mem_rmask;
    logic [3:0] mem_wmask;
    logic [31:0] mem_rdata;
    logic [31:0] mem_wdata;
    logic [15:0] errcode;
endinterface
module regfile
(
    input clk,
    input rst,
    input load,
    input [31:0] in,
    input [4:0] src_a, src_b, dest,
    output logic [31:0] reg_a, reg_b
);
logic [31:0] data [32];
always_ff @(posedge clk)
begin
    if (rst)
    begin
        for (int i=0; i<32; i=i+1) begin
            data[i] <= '0;
        end
    end
    else if (load && dest)
    begin
        data[dest] <= in;
    end
end
always_comb
begin
    reg_a = src_a ? data[src_a] : 0;
    reg_b = src_b ? data[src_b] : 0;
	if (load) begin
		if (src_a == dest)
			reg_a = src_a ? in : 0;
		if (src_b == dest)
			reg_b = src_b ? in : 0;
	end
end
endmodule : regfile
==> impl_metrics.ini <==
; synthesis and place-and-route metrics
[synthesis]
ff_type = edfxtp_1
yosysTopAreaCell = edfxtp_1
top_cells_by_count = edfxtp_1 (1024), and2_1 (992), mux4_2 (512), clkbuf_1 (255), nor2_1 (159)
ys_area_um2 = 54400
syn_inst = 3569
avgSynthCellArea_um2 = 15.2
ys_ff = 1024
synth_seq_share_pct = 56.5
synth-edff-count = 1024
synth_area_um2 = 54400
yosys-stat-cells = 3569
yosys_warnings = 1
area_leaders = edfxtp_1 (56%), mux4_2 (21%), and2_1 (11%), clkbuf_1 (1.8%), a22oi_1 (1.7%)
async_flop_share_pct = 0
top_area_share_pct = 56.5
synth.most_common_cell = edfxtp_1
ys_types = 40

[global_routing]
grt_pass1_vias = 37100
gr-total-overflow = 0
grt_pass1_wl_um = 269000
antenna_found_initial = 9
globalRouteTotalUtil_pct = 39.3
grt_max_degree = 66

[final_timing]
finalSetupTns_ns = 0
setup_viol = 0
period_used_pct = 63.5
fin_crit_ns = 11.50
rsz0062_at_grt = false
worst_slew_pin_slew_ns = 1.05
clock.fmax_mhz = 87.0
max_slew_margin_pct = 28.1
finalMaxSlewViolations = 0
hold_viol = 0

[die]
initial_core_util_pct = 50.6
ios = 114
rows = 120
die_width_um = 332
dieArea_um2 = 110000
core-area_um2 = 108000
fp.dieH_um = 332

[placed_design]
port_buffers = 113
dp_hpwl_um = 113000
finalWeightedCongestion = 0.926

[routing]
drc = 0
dr.first_iter.drc_count = 2446
via_per_inst = 6.66
wirelength_um = 191000
first_pass_iters = 6
vias = 33900
wl_per_cell_um = 37.5
ant_nets = 0

[run]
drv_cap = 0
openroad.warnings = 26

[clocking]
cts-resized-gates = 0
cts_tree = yes
cts_sinks = 1024
cts_buffers = 112
clockBufferDepth = 3
clk_pin_slew_ns = 0.06
hold_buffers = 0
cts-root-buf = clkbuf_16
cts_max_level = 3
post_cts_buffers = 0

[finish]
top_register = data
reg.largest.list = data: 1024 flops
largest_register_ffs = 1024
layout-drive-gt1-share_pct = 25.0
syn_to_final_growth_pct = 11.4
final_util_pct = 56.4
n_fill_cell = 8088

[critical_path]
end_kind = output pin
max_stage_delay_ns = 0.77
startpoint_type = primary input
worst-path-max-fanout = 61
cp_slowest_cell = a22oi_1
critical_path_required_ns = 14.48
crit_type = in2out
worstPathArrival_ns = 7.88
crit_path_cell_trace = buf_8 > buf_12 > buf_4 > mux4_2 > a22oi_1 > o211ai_1 > nor2_1 > nor3_1 > clkdlybuf4s50_1

[power_and_ir_drop]
leakage_nw = 20.2
power-per-cell-area_nw_per_um2 = 95.0
peakVddDrop_mv = 0.0804

[worst_hold_path]
hold_class = in2reg

[status]
status = completed
[metrics by stage]
step	instance area (µm²)	total power, W	setup WS, ns	instances	hold slack [ns]
global placement	57100	0.00353	6.67	4882	4.41
floorplan	54500	0.00324	9.44	3600	3.82
finish	60600	0.00576	6.60	5092	3.72
CTS	60600	0.00577	6.69	5086	3.65
detailed placement	57100	0.00354	6.69	4882	4.41
global route	60600	0.00592	6.45	5086	3.70
[where the power goes]
part	switching (W)	internal [W]	leakage (nW)
Sequential	0.0000609	0.00274	9.75
Clock	0.000950	0.00130	1.75
Combinational	0.000404	0.000304	8.75
Total	0.00142	0.00435	20.2
[worst max-delay path: cells and delay by family]
kind,cells,cell delay (ns)
compound gates,2,1.08
buf+inv,4,2.01
mux,1,0.58
simple gates,2,0.35
[layer usage]
metal	part of all wire [%]	GRT usage, %	wire, µm	up-vias
met5	0.73	9.77	1380	-
met2	44	52.5	84000	2842
met4	4.8	14.7	9230	38
li1	-	-	-	13900
met1	29	44.5	55900	16700
met3	21	35.5	40200	499
[layout make-up]
class                   instances  area [µm²]  area share (%)
inverters                       1        3.75         0.00619
multi-input cells            2180       22200            36.6
clock buffers                 141        2950            4.87
well taps                    1403        1760            2.89
repair buffers                274        2360            3.90
diodes                          6        15.0          0.0248
flip-flops and latches       1024       30700            50.7
clock inverters                63         612            1.01
[logic make-up after synthesis]
kind of cell              count (synthesis)  share of synthesized area (%)
AOI/OAI and AO/OA                       310                           4.29
xor gates and xnor gates                 10                          0.161
buffers and inverters                   396                           3.51
DFF                                    1024                           56.5
muxes                                   522                           21.4
other                                     1                        0.00689
and+or+nand+nor                        1306                           14.2
[final timing paths]
| kind | startpoint | end | slack (ns) | depth (start not counted) |
|---|---|---|---|---|
| setup / recovery | src_b[0] | reg_b[15] | 6.60 | 9 |
| hold / removal | rst | data[0][26]$_SDFFCE_PN0P_ | 3.72 | 2 |
[layout by cell type, fill, tap and decap left out, drive strengths merged, types with 60 or more instances in the layout]
master,netlist,routed
buf,140,168
nor2,159,159
and2,992,992
mux4,512,512
edfxtp,1024,1024
clkdlybuf4s50,0,104
o22ai,60,60
clkbuf,255,143
a22oi,122,122
o211ai,60,60
o221ai,60,60
nor3,65,65
No activity file was given, so power comes from the tool's default toggle rates.
