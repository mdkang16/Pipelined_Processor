--- config.mk ---
export PLATFORM = sky130hd
export DESIGN_NAME = data_array
export DESIGN_NICKNAME = data_array
export VERILOG_FILES = /design/flow/design.v
export SDC_FILE = /design/flow/constraint.sdc
export NUM_CORES = 4
export LEC_CHECK = 1
export CORE_UTILIZATION = 30
--- constraint.sdc ---
current_design data_array

set clk_period 17.9
set clk_io_pct 0.2

create_clock -name clk0 -period $clk_period [get_ports {clk}]

set non_clock_inputs [all_inputs -no_clocks]
set_input_delay [expr $clk_period * $clk_io_pct] -clock clk0 $non_clock_inputs
set_output_delay [expr $clk_period * $clk_io_pct] -clock clk0 [all_outputs]
--- design.v ---
package pcmux;
typedef enum bit [1:0] {
    pc_plus4  = 2'b00
    ,adder_out  = 2'b01
    ,alu_mod2 = 2'b10
	,br_en    = 2'b11
} pcmux_sel_t;
endpackage
package marmux;
typedef enum bit {
    pc_out = 1'b0
    ,alu_out = 1'b1
} marmux_sel_t;
endpackage
package cmpmux;
typedef enum bit {
    rs2_out = 1'b0
    ,i_imm = 1'b1
} cmpmux_sel_t;
endpackage
package alumux;
typedef enum bit {
    rs1_out = 1'b0
    ,pc_out = 1'b1
} alumux1_sel_t;
typedef enum bit [2:0] {
    i_imm    = 3'b000
    ,u_imm   = 3'b001
    ,b_imm   = 3'b010
    ,s_imm   = 3'b011
    ,j_imm   = 3'b100
    ,rs2_out = 3'b101
} alumux2_sel_t;
endpackage
package addermux;
typedef enum bit {
	b_imm = 1'b0
	,j_imm = 1'b1
} addermux_sel_t;
endpackage
package forwardmux;
typedef enum bit [1:0] {
    rs_out = 2'b00
	,ex_forward = 2'b01
    ,mem_forward = 2'b10
} forward_sel_t;
typedef enum bit {
	mem_wdata = 1'b0
	,mem2_forward = 1'b1
} memforward_sel_t;
endpackage
package regfilemux;
typedef enum bit [3:0] {
    alu_out   = 4'b0000
    ,br_en    = 4'b0001
    ,u_imm    = 4'b0010
    ,lw       = 4'b0011
	,pc_plus4 = 4'b0100
	,lb       = 4'b0101
    ,lbu      = 4'b0110   
    ,lh       = 4'b0111
    ,lhu      = 4'b1000   
} regfilemux_sel_t;
endpackage
interface rvfi_itf(input clk, input rst);
    logic halt;
    logic commit;
    logic [63:0] order;
    logic [31:0] inst;
    logic trap;
    logic [4:0] rs1_addr;
    logic [4:0] rs2_addr;
    logic [31:0] rs1_rdata;
    logic [31:0] rs2_rdata;
    logic load_regfile;
    logic [4:0] rd_addr;
    logic [31:0] rd_wdata;
    logic [31:0] pc_rdata;
    logic [31:0] pc_wdata;
    logic [31:0] mem_addr;
    logic [3:0] mem_rmask;
    logic [3:0] mem_wmask;
    logic [31:0] mem_rdata;
    logic [31:0] mem_wdata;
    logic [15:0] errcode;
endinterface
module data_array #(
    parameter s_offset = 5,
    parameter s_index = 3
)
(
    clk,
    rst,
    read,
    write_en,
    rindex,
    windex,
    datain,
    dataout
);
localparam s_mask   = 2**s_offset;
localparam s_line   = 8*s_mask;
localparam num_sets = 2**s_index;
input clk;
input rst;
input read;
input [s_mask-1:0] write_en;
input [s_index-1:0] rindex;
input [s_index-1:0] windex;
input [s_line-1:0] datain;
output logic [s_line-1:0] dataout;
logic [s_line-1:0] data [num_sets-1:0]  ;
logic [s_line-1:0] _dataout;
assign dataout = data[rindex];
always_ff @(posedge clk)
begin
    if (rst) begin
        for (int i = 0; i < num_sets; ++i)
            data[i] <= '0;
    end
    else begin
        for (int i = 0; i < s_mask; i++)
        begin
            data[windex][8*i +: 8] <= write_en[i] ? datain[8*i +: 8] :
                                                    data[windex][8*i +: 8];
        end
    end
end
endmodule : data_array
--- run.sh ---
#!/bin/bash
# OpenROAD 26Q1-2900-gdf79404cd8, Yosys 0.63+post, stock flow scripts
make -C /OpenROAD-flow-scripts/flow DESIGN_CONFIG=/design/flow/config.mk WORK_HOME=/design/flow/orfs finish
==> notes.md <==
impl run done, here's what came out: # Cells Yosys 6107, final hold violations 0, synthesis area per yosys 93200 um^2, number of enable flip-flop cells 2048, Synth Warn # 1, Total Neg Setup Slack 0 ns, Setup WS pre-CTS 6.46 ns, worst ir drop on vdd 0.0000866 V, Initial DRC Count 3440, H-Tree Depth 4, met2 Resource Use GR 0.260, leakage 32.8 nW, number of antenna violations at the first check in global routing 35, combinational power share 0.107, CTS Hold Bufs 0, Routed Antenna Nets 0, RSZ-0062 raised after global routing false, Slew headroom 0.329, CP required 14.32 ns, worst-path maximum fanout 89, vias per inst 5.08, period utilisation layout 0.629, max reg flops 2048, Die Area 313000 um^2, Post-Place Cells 10415, grt peak-use layer met2, overflow left after global routing 0, Setup CP Type primary input to output port, Commonest flop edfxtp_1, Cell Pwr Density 103 nW/um^2, CP max stage cell buf_4, Netlist cell types 19, Worst Setup SP rindex[2], Critical Path AT 7.68 ns, Regs by FF count data (2048), fin cells 10834, Slew Limit Fails 0, met1 global-route usage 0.204, mapped cell area 93200 um^2, CP dominant cell by count buf_4, # port buffers 551, top post-synthesis cells by count edfxtp_1 (2048), nor3_1 (2030), mux4_2 (512), clkbuf_1 (402), num rows 204, Sequential Power Share 0.501, wire per inst 22.4 um, cell family with most CP delay buffers and inverters, Tightest Hold Check Type primary input to register, drt total wl 243 mm, core area 309000 um^2, main area contributors edfxtp_1 (66%), mux4_2 (12%), nor3_1 (11%), Critical Path, Cell by Cell buf_8 > buf_4 > buf_12 > buf_4 > buf_4 > mux4_2 > mux2_2 > clkdlybuf4s50_1, Async SR Flop Fraction 0, Setup WS post-layout 6.64 ns, GRT Total Usage 0.164, post-synth top area cell edfxtp_1, Critical Path End Type output port, # IOs 553, fin crit period 11.26 ns, total power 0.0113 W, Clk pwr share 0.392, Post-synth regs 2048, startpoint types primary input, GPL Wtd Cong 0.802, GRT met3 Usage 0.0868, largest net degree at the start of global routing 104, vias post-DR 54998, CTS Buffer Depth 4, slew of the pin with the lowest slew margin 1.00 ns, Mapped Avg Cell Area 15.3 um^2, CP Depth 8, initial core utilization 0.302, vias in the first global route 59031, Worst Setup EP dataout[6], Top reg by flops data, HPWL Detailed 152 mm, sw power 0.00264 W, post-CTS sizing 0, layout cell share with drive strength beyond 1 0.214, clock slew at reported path FFs 0.06 ns, root cell of the clock tree clkbuf_16, Die Span X 559 um, TritonCTS Buffers 224, Synth Instances 6107, Sw Ratio 0.234, outcome complete, no violations, synthesis-to-layout area growth 17.8%, CTS tree built, Seq/Total Area, Yosys 0.660, die height 559 um, TritonRoute pass-1 iters 23, CTS sink cnt 2048, slowest stage delay, CP 0.65 ns, Log Warnings 33, FMAX 0.0888 GHz, setup bufs post-CTS 0, top-count cell post-synth edfxtp_1, Max Cap Violations 0, first-pass GRT wire length 366 mm, Buf/Inv on CP 6, Pint 0.00862 W, final setup violation count 0, # DRC 0, area share, top type 0.660
-- through the flow --
| step | hold slack, ns | cell area, um^2 | utilization |
|---|---|---|---|
| 3_3_place_gp | 4.30 | 103000 | 0.333 |
| 3_5_place_dp | 4.32 | 103000 | 0.333 |
| 4_1_cts | 3.34 | 110000 | 0.355 |
| 5_1_grt | 3.41 | 110000 | 0.355 |
| 2_1_floorplan | 3.91 | 93200 | - |
| 6_report | 3.42 | 110000 | 0.355 |
-- layout make-up --
type	count	area, um^2
Clock buffer	271	5820
Sequential cell	2048	61500
Timing Repair Buffer	851	7850
Tap cell	4120	5150
Fill cell	28741	199000
Multi-Input combinational cell	3140	27200
Antenna cell	11	27.5
Inverter	256	961
Clock inverter	137	1180
-- worst min-delay path by stage --
stage         from           to  slack (ns)  cells after the start
CTS            rst  data[6][10]        3.34                      2
global route   rst  data[6][10]        3.41                      2
finish         rst  data[6][10]        3.42                      2
-- routing by layer --
| layer | vias up | wire, um |
|---|---|---|
| met5 | - | 207 |
| met2 | 2355 | 117000 |
| met3 | 386 | 29300 |
| met1 | 27239 | 88900 |
| met4 | 32 | 6840 |
| li1 | 24986 | - |
-- layout by cell type, fill, tap and decap left out, drive strengths merged --
| cell type | instances |
|---|---|
| bufinv | 13 |
| mux2 | 256 |
| diode | 11 |
| buf | 305 |
| nand3b | 32 |
| inv | 7 |
| nand2 | 1 |
| or3b | 32 |
| clkbuf | 271 |
| or2 | 1 |
| mux4 | 512 |
| nand2b | 2 |
| o21bai | 256 |
| edfxtp | 2048 |
| clkinvlp | 7 |
| clkdlybuf4s50 | 546 |
| clkinv | 366 |
| nor3 | 2048 |
-- power groups by stage --
| stage | clock [W] | sequential [W] | combinational, W |
|---|---|---|---|
| 6_report | 0.00442 | 0.00564 | 0.00120 |
| 5_1_grt | 0.00470 | 0.00567 | 0.00130 |
| 4_1_cts | 0.00453 | 0.00565 | 0.00122 |
-- cell families after synthesis --
logic type      share of synthesized area
compound gates                     0.0206
flops                               0.660
mux                                 0.155
simple gates                        0.117
buf+inv                            0.0479
No activity file was given, so power comes from the tool's default toggle rates.
