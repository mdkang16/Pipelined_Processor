==> ./run.sh <==
#!/bin/bash
# OpenROAD 26Q1-2900-gdf79404cd8, Yosys 0.63+post, stock flow scripts
make -C /OpenROAD-flow-scripts/flow DESIGN_CONFIG=/design/flow/config.mk WORK_HOME=/design/flow/orfs finish
==> ./config.mk <==
export PLATFORM = sky130hd
export DESIGN_NAME = cacheline_adaptor
export DESIGN_NICKNAME = cacheline_adaptor
export VERILOG_FILES = /design/flow/design.v
export SDC_FILE = /design/flow/constraint.sdc
export NUM_CORES = 4
export LEC_CHECK = 1
export CORE_AREA = 10 10 312 312
export DIE_AREA = 0 0 322 322
==> ./constraint.sdc <==
current_design cacheline_adaptor

set clk_period 8.0
set clk_io_pct 0.2

create_clock -name clk0 -period $clk_period [get_ports {clk}]

set non_clock_inputs [all_inputs -no_clocks]
set_input_delay [expr $clk_period * $clk_io_pct] -clock clk0 $non_clock_inputs
set_output_delay [expr $clk_period * $clk_io_pct] -clock clk0 [all_outputs]
==> ./design.v <==
package pcmux;
typedef enum bit [1:0] {
    pc_plus4  = 2'b00
    ,adder_out  = 2'b01
    ,alu_mod2 = 2'b10
	,br_en    = 2'b11
} pcmux_sel_t;
endpackage
package marmux;
typedef enum bit {
    pc_out = 1'b0
    ,alu_out = 1'b1
} marmux_sel_t;
endpackage
package cmpmux;
typedef enum bit {
    rs2_out = 1'b0
    ,i_imm = 1'b1
} cmpmux_sel_t;
endpackage
package alumux;
typedef enum bit {
    rs1_out = 1'b0
    ,pc_out = 1'b1
} alumux1_sel_t;
typedef enum bit [2:0] {
    i_imm    = 3'b000
    ,u_imm   = 3'b001
    ,b_imm   = 3'b010
    ,s_imm   = 3'b011
    ,j_imm   = 3'b100
    ,rs2_out = 3'b101
} alumux2_sel_t;
endpackage
package addermux;
typedef enum bit {
	b_imm = 1'b0
	,j_imm = 1'b1
} addermux_sel_t;
endpackage
package forwardmux;
typedef enum bit [1:0] {
    rs_out = 2'b00
	,ex_forward = 2'b01
    ,mem_forward = 2'b10
} forward_sel_t;
typedef enum bit {
	mem_wdata = 1'b0
	,mem2_forward = 1'b1
} memforward_sel_t;
endpackage
package regfilemux;
typedef enum bit [3:0] {
    alu_out   = 4'b0000
    ,br_en    = 4'b0001
    ,u_imm    = 4'b0010
    ,lw       = 4'b0011
	,pc_plus4 = 4'b0100
	,lb       = 4'b0101
    ,lbu      = 4'b0110   
    ,lh       = 4'b0111
    ,lhu      = 4'b1000   
} regfilemux_sel_t;
endpackage
interface rvfi_itf(input clk, input rst);
    logic halt;
    logic commit;
    logic [63:0] order;
    logic [31:0] inst;
    logic trap;
    logic [4:0] rs1_addr;
    logic [4:0] rs2_addr;
    logic [31:0] rs1_rdata;
    logic [31:0] rs2_rdata;
    logic load_regfile;
    logic [4:0] rd_addr;
    logic [31:0] rd_wdata;
    logic [31:0] pc_rdata;
    logic [31:0] pc_wdata;
    logic [31:0] mem_addr;
    logic [3:0] mem_rmask;
    logic [3:0] mem_wmask;
    logic [31:0] mem_rdata;
    logic [31:0] mem_wdata;
    logic [15:0] errcode;
endinterface
module cacheline_adaptor
(
    input clk,
    input rst,
    input logic [255:0] line_i,
    output logic [255:0] line_o,
    input logic [31:0] address_i,
    input read_i,
    input write_i,
    output logic resp_o,
    input logic [63:0] burst_i,
    output logic [63:0] burst_o,
    output logic [31:0] address_o,
    output logic read_o,
    output logic write_o,
    input resp_i
);
	assign read_o = read_i & (~resp_o);
	assign write_o = write_i & (~resp_o);
	assign address_o = address_i;
	logic [1:0] loc, loc_next;
	logic resp_o_next;
	always_ff @(posedge clk) begin
		if (resp_i == 1) begin
			line_o [64*loc +: 64] <= burst_i;
			loc <= loc_next;
		end
		resp_o <= resp_o_next;
		if (rst) begin
			loc <= 0;
			resp_o <= 0;
		end
	end
	always_comb begin
		burst_o = line_i [64*loc +: 64];
		loc_next = loc + 1'b1;
		if (loc == 3)
			resp_o_next = 1;
		else
			resp_o_next = 0;
	end
endmodule : cacheline_adaptor
==> impl_metrics.ini <==
; yosys + openroad results
[grt]
grt_start_max_net_pins = 112
grtUsageTotal = 0.130
grt_overflow = 0
grt_pass1_vias = 11000
grt_pass1_wl_um = 93400
antenna_found_initial = 19

[power_and_ir_drop]
seqPwrFrac = 0.441
p_leak_nw = 6.92
power_frac_comb = 0.246
p_clk_frac = 0.312
p_switching_w = 0.00102
switching_share = 0.254
p_int_w = 0.00299
peakVddDrop_mv = 0.144
cellPowerDensity_nw_per_um2 = 194

[sta]
fmax_mhz = 200
tightestPinTransition_ns = 0.831
finalHoldViolations = 0
min_period_ns = 5.00
setup_tns_ns = 0
report.final.slew_viol_count = 0
finalSetupViolations = 0
finalClockPeriodUsage = 0.625
max-slew-margin-rel = 0.446
finalClockSkew_ns = 0.0389
rsz0062_at_grt = false

[job]
maxCapViolCount = 0
tool_warnings = 32

[clocking]
max-clock-path-buffers = 3
clk_latency_ns = 0.60
htreeDepth = 1
numCtsBuffers = 29
cts_tree = built
clockRootBuffer = clkbuf_16
postCtsSetupBuffers = 0
hold_buffers = 0
clk_pin_slew_ns = 0.06
cts.sinks = 259
cts_repair_resize_count = 0

[setup_path]
worst-path-max-fanout = 32
cp.required_ns = 6.40
crit_slowest_cell = mux4_2
startpoint_type = flip-flop
slowest_delay_ns = 0.66
crit_top_cell = buf_4
critical_path_class = reg -> out
worstPathCellList = buf_4 -> buf_4 -> mux4_2 -> clkdlybuf4s50_1
crit_family = buffers and inverters
endpoint_kind = output port
cp.arrival_ns = 3.40
path_buffers = 3

[placed_design]
routabilityCongestion = 0.925
dpl.cell_count = 2442
portBuffers = 647
detailed_place_hpwl_um = 54600

[routing]
vias = 10000
wirelength_um = 69100
dr.first_iter.drc_count = 493
ant_nets = 0
drtPass1Iterations = 5
drc_errors = 0
routedWlPerCell_um = 27.7
vias_per_cell = 4.02

[synth]
yosysWarnings = 1
ys.flops = 259
synth_top_area_share = 0.627
seq_area_frac_synth = 0.632
synth.cell_area_um2 = 12300
netlist_instances = 702
syn_area_per_cell_um2 = 17.5
ys_chip_area_um2 = 12300
area_leaders = edfxtp_1 63%, a22o_1 18%, mux4_2 12%
largest_area_cell = edfxtp_1
ys_cells = 702
ys_types = 21

[floorplan]
fp_util = 0.136
die-area_um2 = 104000
pin_count = 712
die_h_um = 322
dieWidth_um = 322
coreArea_um2 = 90300
num_rows = 110

[worst_hold_path]
hold_path_class = reg -> reg

[finish]
layout-drive-gt1-share = 0.0985
stdcell_count = 2498
area_growth_pct = 68.2

[outcome]
status = finished clean
per-stage QoR:
stage / cell area (µm²) / util / hold slack, ns / setup slack [ns] / total power [W]
floorplan: 12300 / - / 0.518 / 4.39 / 0.00207
global placement: 19800 / 0.219 / 0.567 / 2.94 / 0.00279
detailed placement: 19800 / 0.219 / 0.571 / 2.94 / 0.00280
CTS: 20600 / 0.228 / 0.587 / 2.83 / 0.00409
global route: 20600 / 0.228 / 0.595 / 2.72 / 0.00420
finish: 20600 / 0.228 / 0.583 / 3.00 / 0.00401
power groups by stage:
stage | clock, W | combinational (W) | sequential (W)
4_1_cts | 0.00130 | 0.00101 | 0.00177
5_1_grt | 0.00135 | 0.00106 | 0.00179
6_report | 0.00125 | 0.000986 | 0.00177
flip-flops by register name (all words and copies together), names as in the netlist:
register / cells
line_o: 256
resp_o: 1
loc: 2
final cells by class:
class                   instances  area (µm²)
fillers                      9341       69700
well taps                    1176        1470
repair buffers                663        6610
inverters                       6        22.5
diodes                          2        5.00
clock buffers                  38         759
multi-input cells             338        3890
clock inverters                16         109
flip-flops and latches        259        7750
synthesized netlist by cell type:
library cell and count:
a22o_1 256, and3b_1 1, and4bb_2 2, buf_1 1, buf_2 17, buf_4 45
buf_6 8, clkbuf_1 28, dfxtp_1 3, edfxtp_1 256, ha_1 5, inv_1 3
inv_2 3, mux2i_1 1, mux4_2 64, nor2_1 3, nor2b_1 2, nor3b_1 1
nor4b_2 1, nor4b_4 1, xnor2_1 1
layout by cell type, fill, tap and decap left out, drive strengths merged:
cell,netlist,routed
clkinv,0,10
buf,71,17
clkinvlp,0,2
and4bb,2,2
mux2i,1,1
xnor2,1,1
nor2,3,3
diode,0,2
mux4,64,64
dfxtp,3,3
clkbuf,28,38
inv,6,10
nor2b,2,2
ha,5,5
clkdlybuf4s50,0,646
a22o,256,256
and3b,1,1
nor4b,2,2
edfxtp,256,256
nor3b,1,1
worst paths after layout:
| kind | start | end | slack (ns) | depth (start not counted) |
|---|---|---|---|---|
| max | loc[0] | burst_o[52] | 3.00 | 4 |
| min | line_o[190] | line_o[190] | 0.58 | 1 |
| max reg2reg | loc[1] | line_o[47] | 4.92 | 5 |
| min reg2reg | line_o[190] | line_o[190] | 0.58 | 1 |
routing by layer:
layer  track usage  up-vias  part of all wire  routed length (µm)
met5             0        -           0.00059                  41
met3        0.0578      108              0.12                8020
li1              -     4206                 -                   -
met2         0.226      667              0.50               34600
met1         0.145     5061              0.35               24300
met4        0.0306        6             0.030                2100
cells by family (layout without fill, tap and decap cells):
family                     after synthesis  after routing  synth area share
DFF                                    259            259             0.632
AOI/OAI and AO/OA                      256            256             0.183
buffers and inverters                  105            723            0.0526
muxes                                   65             65             0.118
and+or+nand+nor                         11             11           0.00847
adders and majority gates                5              5           0.00510
xor gates and xnor gates                 1              1          0.000714
other                                    0              2                 0
No activity file was given, so power comes from the tool's default toggle rates.
